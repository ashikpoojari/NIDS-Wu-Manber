==> flow/design.v <==
module mux #(parameter WIDTH=8) (
								input clk,
								input rst,  
								input [WIDTH-1:0] a, 
								input [WIDTH-1:0] b, 
								output reg [WIDTH-1:0] c);
wire [WIDTH-1:0] c_wire;
always @(posedge clk) begin
	if (rst) begin
		c <= 0;
	end
	else begin
		c <= c_wire;
	end
end
assign c_wire = (a<b) ? a : b ;
endmodule
==> flow/run.sh <==
#!/bin/bash
# OpenROAD 26Q1-2900-gdf79404cd8, Yosys 0.63+post, stock flow scripts
make -C /OpenROAD-flow-scripts/flow DESIGN_CONFIG=/design/flow/config.mk WORK_HOME=/design/flow/orfs finish
==> flow/config.mk <==
export PLATFORM = sky130hd
export DESIGN_NAME = mux
export DESIGN_NICKNAME = mux
export VERILOG_FILES = /design/flow/design.v
export SDC_FILE = /design/flow/constraint.sdc
export NUM_CORES = 4
export LEC_CHECK = 1
export CORE_AREA = 10 10 70 70
export DIE_AREA = 0 0 80 80
==> flow/constraint.sdc <==
current_design mux

set clk_period 2.5
set clk_io_pct 0.2

create_clock -name clk0 -period $clk_period [get_ports {clk}]

set non_clock_inputs [all_inputs -no_clocks]
set_input_delay [expr $clk_period * $clk_io_pct] -clock clk0 $non_clock_inputs
set_output_delay [expr $clk_period * $clk_io_pct] -clock clk0 [all_outputs]
==> run_results.csv <==
group,metric,value,unit
critical_path,cp.required,2.67,ns
placement,routabilityCongestion,0.661,
power,combPwrFrac,34.1,%
critical_path,crit_path_top_delay_cell,"clkdlybuf4s50_1",
finish,regMostFlops,"c",
clock_network,clock-sinks,8,
final_timing,min_period,2.07,ns
power,p_int,0.000277,W
detailed_routing,drt_pass1_iterations,2,
grt,grt_max_degree,17,
power,power.leakage,0.392,nW
logic_synthesis,synth_area,547,sq um
detailed_routing,drt-initial-drc-count,6,
critical_path,cp_num_buf_inv,3,
hold_path,hold_path_class,"input pin to flip-flop",
outcome,outcome,"completed",
floorplan,fp-utilization,16.0,%
final_timing,worst_slack,0.428,ns
grt,gr-total-overflow,0,
critical_path,cpLargestDelayFamily,"buffers and inverters",
clock_network,root_buffer,"clkbuf_4",
logic_synthesis,ys_cells,58,
final_timing,slew_headroom,76.6,%
critical_path,startpoint_type,"input pin",
final_timing,report.final.slew_viol_count,0,
clock_network,path_clk_slew,0.06,ns
finish,layout-drive-gt1-share,10.3,%
logic_synthesis,ys_types,13,
detailed_routing,routedWlPerCell,10.2,microns
critical_path,arrival,2.25,ns
detailed_routing,via_per_inst,3.45,
detailed_routing,route.vias.total,459,
detailed_routing,drc,0,
grt,grt_pass1_vias,495,
run,warning_count,25,
power,ir_worst_vdd,106,uV
finish,syn2layout_area_growth,62.5,%
floorplan,die_y,80,microns
final_timing,period_used_share,82.9,%
logic_synthesis,ys_chip_area,547,sq um
detailed_routing,n_antenna_cell,0,
floorplan,die-area,6400,sq um
clock_network,post_cts_buffers,0,
detailed_routing,ant_nets,0,
logic_synthesis,synth.avg_cell_area,9.43,sq um
floorplan,dieWidth,80,microns
placement,pre_cts_slack,0.163,ns
finish,nFillCells,386,
logic_synthesis,netlist_instances,58,
floorplan,coreArea,3420,sq um
logic_synthesis,ys_ff,8,
clock_network,clockBufferDepth,2,
clock_network,htreeDepth,1,
logic_synthesis,synth_seq_share,29.3,%
critical_path,path_class,"input pin to flip-flop",
critical_path,crit_fanout,4,
final_timing,fin_hold_ws,0.847,ns
grt,grt_usage,4.30,%
final_timing,setup_tns,0,ns
floorplan,num_rows,21,
critical_path,slowest_delay,0.48,ns
floorplan,io_pins,26,
power,p_sw,0.0000933,W
final_timing,hold_violations,0,
final_timing,tightest_slew,0.350,ns
final_timing,fmax,483,MHz
critical_path,cp-end-kind,"flip-flop",
logic_synthesis,ys_warn_count,1,
clock_network,cts_hold_buf,0,
power,power_density,417,nW/um^2
placement,dp_hpwl,1.27,mm
finish,largest_reg_flops,8,
placement,port_buffers,25,
critical_path,crit_chain,"clkdlybuf4s50_1 > inv_1 > ha_1 > a211oi_2 > o21ai_2 > a41oi_4 > buf_4 > mux2i_1",
clock_network,tritoncts,"yes",
power,seq_power_share,38.9,%
power,switching_share,25.2,%
power,clockPowerShare,27.1,%
grt,grt_pass1_wl,2.18,mm
clock_network,numCtsBuffers,3,
final_timing,finalSetupViolations,0,
final_timing,grt_setup_unrepaired,"no",
finish,largestRegisters,"c x8",
detailed_routing,totalWireLength,1.36,mm
grt,antenna_found_initial,0,
clock_network,ctsResizeCount,0,
run,maxCapViolCount,0,
## layout make-up
class | count | area (sq um) | share of cell area [%]
timing repair buffer | 27 | 265 | 29.9
inverter | 7 | 26.3 | 2.96
multi-input combinational | 42 | 357 | 40.1
tap | 46 | 57.6 | 6.48
sequential | 8 | 160 | 18.0
clock buffer | 3 | 22.5 | 2.54
## worst paths after layout
kind	start	end	cells after the start
hold / removal	b[5]	c[5]$_SDFF_PP0_	3
setup / recovery	b[2]	c[2]$_SDFF_PP0_	8
## cell usage after synthesis
library cell	count	area [sq um]
ha_1	7	87.6
nand2b_1	16	100
a41oi_4	1	27.5
mux2i_1	8	80.1
nor2_1	2	7.51
a211oi_2	1	12.5
inv_1	7	26.3
a21oi_1	2	10.0
clkbuf_1	1	3.75
dfxtp_1	8	160
nand2_1	2	7.51
nor2b_1	1	6.26
o21ai_2	2	17.5
## per-layer routing
| metal | wire, microns | global-route usage [%] | vias up |
|---|---|---|---|
| met5 | 0 | 0 | - |
| met4 | 12 | 0.352 | 0 |
| met3 | 168 | 3.07 | 2 |
| met2 | 691 | 7.54 | 14 |
| met1 | 489 | 4.17 | 193 |
| li1 | - | - | 250 |
## through the flow
stage | utilization, % | power (W) | area [sq um] | cells
floorplan | - | 0.000203 | 547 | 58
global placement | 25.3 | 0.000275 | 866 | 130
detailed placement | 25.3 | 0.000277 | 866 | 130
CTS | 26.0 | 0.000380 | 888 | 133
global route | 26.0 | 0.000396 | 888 | 133
finish | 26.0 | 0.000370 | 888 | 133
## kinds of logic (layout without fill, tap and decap cells)
logic type / Yosys count / after routing / synth area share, %
AOI/OAI and AO/OA: 6 / 6 / 12.4
adders and majority gates: 7 / 7 / 16.0
buffers and inverters: 8 / 37 / 5.49
DFF: 8 / 8 / 29.3
muxes: 8 / 8 / 14.6
and+or+nand+nor: 21 / 21 / 22.2
## power groups by stage
| stage | combinational, W | sequential [W] | clock [W] |
|---|---|---|---|
| CTS | 0.000130 | 0.000144 | 0.000106 |
| global route | 0.000139 | 0.000145 | 0.000111 |
| finish | 0.000126 | 0.000144 | 0.000100 |
## placed cells by master (no fill, tap or decap), drive strengths merged
cell            n
nand2           2
a41oi           1
ha              7
dfxtp           8
clkdlybuf4s50  25
a21oi           2
a211oi          1
buf             2
nor2b           1
mux2i           8
nor2            2
clkbuf          3
inv             7
nand2b         16
o21ai           2
Power is estimated from default activity; no workload was simulated.
